**design/flow/run.sh**
```bash
#!/bin/bash
# OpenROAD 26Q1-2900-gdf79404cd8, Yosys 0.63+post, stock flow scripts
make -C /OpenROAD-flow-scripts/flow DESIGN_CONFIG=/design/flow/config.mk WORK_HOME=/design/flow/orfs finish
```
**design/flow/config.mk**
```make
export PLATFORM = sky130hd
export DESIGN_NAME = control_signal_translator
export DESIGN_NICKNAME = control_signal_translator
export VERILOG_FILES = /design/flow/design.v
export SDC_FILE = /design/flow/constraint.sdc
export NUM_CORES = 4
export LEC_CHECK = 1
export CORE_AREA = 10 10 70 70
export DIE_AREA = 0 0 80 80
```
**design/flow/constraint.sdc**
```tcl
current_design control_signal_translator

set clk_period 3.0
set clk_io_pct 0.2

create_clock -name clk0 -period $clk_period

set non_clock_inputs [all_inputs -no_clocks]
set_input_delay [expr $clk_period * $clk_io_pct] -clock clk0 $non_clock_inputs
set_output_delay [expr $clk_period * $clk_io_pct] -clock clk0 [all_outputs]
```
**design/flow/design.v**
```verilog
module control_signal_translator(
	input [4:0]state,	 
	input [15:0]opcode,	 
	input [2:0]alu_flags,	 
	output gp_write,			 
	output gp_read,				 
	output [2:0]gp_input_select,		 
	output [2:0]gp_output_select,		 
	output [2:0]gp_alu_output_select,	 
	output [3:0]alu_operation,		 
	output latch_alu,	 
	output alu_store_high,	 
	output alu_store_low,	 
	output mar_load_high,	 
	output mar_load_low, 	 
	output ir_load_high,	 
	output ir_load_low,	 
	output jr_load_high,	 
	output jr_load_low,	 
	output pc_increment,	 
	output pc_set,		 
	output mem_read,	 
	output mem_write	 
);
logic gp_address_force;
assign gp_input_select[2:1] = opcode[4:3];
assign gp_address_force = (state === 5'd5) ? 1'b0 : 1'b1;
assign gp_input_select[0] = (opcode[15:11] === 5'b00011) ? gp_address_force : opcode[2];
assign gp_output_select = opcode[7:5]; 
assign gp_alu_output_select = opcode[4:2];
assign gp_write = ((state === 5'd3 && opcode[10:9] === 2'b00)||(state === 5'd11)||(state === 5'd7));
assign gp_read = (state === 5'd4 || state === 5'd5 || state === 5'd21 || 
		state === 5'd10 || (state === 5'd6 && opcode[15:11] === 5'b10000) || state === 5'd6);
assign alu_operation  = (opcode[15:11] === 5'b10010) ? 4'b1100 : opcode[14:11];
assign latch_alu = (state === 5'd3 || state === 5'd20 || state === 5'd12);
assign alu_store_high = (state === 5'd5 && opcode[15:11] === 5'b00011);
assign alu_store_low = ((state === 5'd4) || state === 5'd15);
assign mar_load_high = (state === 5'd8 || state === 5'd13);
assign mar_load_low = (state === 5'd9 || state === 5'd14); 
assign ir_load_high = (state === 5'd1);
assign ir_load_low = (state === 5'd2);
assign jr_load_high = (state === 5'd16);
assign jr_load_low = (state === 5'd17);
assign pc_increment = (state === 5'd1 || state === 5'd2 || state === 5'd6 || 
			state === 5'd20 || state === 5'd8 || state === 5'd9 || 
			state === 5'd13 || state === 5'd14 || state === 5'd16 || state === 5'd17);
assign pc_set = (state === 5'd18 && (opcode[1:0] === 2'b00 || (opcode[1:0] === 2'b01 && alu_flags[1] == 1'b1) || 
		(opcode[1:0] === 2'b10 && alu_flags[2] == 1'b1) || (opcode[1:0] === 2'b11 && alu_flags[0] == 1'b1)));
assign mem_read = (state === 5'd1 || state === 5'd2 || state === 5'd6 || state === 5'd20 || 
		state === 5'd8 || state === 5'd9 || state === 5'd10 || 
		state === 5'd12 || state === 5'd13 || state === 5'd14 || 
		state === 5'd16 || state === 5'd17);
assign mem_write = (state === 5'd11 || state === 5'd15);
endmodule 
```
==> Flow_metrics.wiki <==
=== Physical design figures ===
{| class="wikitable"
! Metric !! Value
|-
| Status || completed
|-
| Violation tally from detailed-route iteration zero || 15
|-
| Critical path's slowest cell || clkdlybuf4s50_1
|-
| Min-Delay Path Depth || 0
|-
| Diode insertion count for antenna repair || 0
|-
| Total power per unit cell area || 108 mW/mm^2
|-
| Weighted congestion at the end of routability-driven global placement || 0.813
|-
| Final max-slew violation count || 0
|-
| Area fraction in compound gates || 0.236
|-
| Number of instances in the synthesized netlist || 73
|-
| Portion of the clock cycle consumed by the worst path in the final layout || 0.957
|-
| Dpl cells || 151
|-
| Number of endpoints failing setup at the final stage || 0
|-
| Layout sequential cell count || 0
|-
| Count of endpoints failing hold in the final timing report || 0
|-
| Worst Setup Start Kind || primary input
|-
| Met3 track demand over resource in global routing || 0.0170
|-
| Critical Path Source || state[3]
|-
| Cell repeated most along the worst path || clkdlybuf4s50_1
|-
| GRT Resource Usage Total || 0.0513
|-
| Remaining number of nets flagged by the antenna check after routing || 0
|-
| Worst Min Path Start || opcode[4]
|-
| Crit path buf inv count || 3
|-
| Starting utilization of the core area || 0.133
|-
| Maximum cell stage delay along the critical path || 0.50 ns
|-
| Number of different library cells in the post-synthesis netlist || 33
|-
| Worst voltage drop across the vdd grid || 0.0000306 V
|-
| Half-perimeter wire length after detailed placement || 1500 um
|-
| Average routed wire per standard cell || 11.5 um
|-
| Count of instantiated cells in the yosys netlist || 73
|-
| Post-Route WL || 1740 um
|-
| Final total power || 0.0943 mW
|-
| Internal power component || 0.0605 mW
|-
| Fin crit period || 2.87 ns
|-
| Share of the core filled with cells || 0.257
|-
| Critical path start-end classification || in -> out
|-
| Top cell area share || 0.148
|-
| Switching Fraction || 0.359
|-
| Total congestion overflow || 0
|-
| Fraction of final layout cells with drive strength greater than 1 || 0.114
|-
| Area of the mapped netlist || 455 um^2
|-
| Data arrival time at the worst-slack endpoint || 2.27 ns
|-
| Cells taking the most area after synthesis || buf_4 15%, nor2_1 5.8%, a21oi_1 5.5%
|-
| Synth Area in Simple Gates || 0.500
|-
| Mapped Avg Cell Area || 6.24 um^2
|-
| Register area share after synthesis || 0
|-
| Drt pass-1 iters || 4
|-
| Power dissipated by switching net loads || 0.0338 mW
|-
| M1 GR Usage || 0.0672
|-
| Initial antenna violation count || 0
|-
| Yosys Warn Count || 0
|-
| Post-route cell area || 877 um^2
|-
| Placement-stage worst setup slack || 0.0552 ns
|-
| Port buffer count || 39
|-
| Cell family contributing the most delay on the critical path || buffers and inverters
|-
| Filler cell count || 384
|-
| Leading cell type by number of instances after synthesis || buf_4
|-
| Vertical die size || 80 um
|-
| Leakage power total || 0.309 nW
|-
| Largest fanout of any net on the critical path || 6
|-
| Portion of total power attributed to the clock network || 0
|-
| Horizontal die size || 80 um
|-
| Layout clock buffers || 0
|-
| Most area-hungry cell type in the Yosys netlist || buf_4
|-
| Yosys synthesis chip area || 455 um^2
|-
| Type of element capturing the critical path || output pin
|-
| Post-synth mux share || 0.0467
|-
| Top logic family || simple AND/OR/NAND/NOR gates
|-
| Sequential cell area in the final layout || 0 um^2
|-
| Worst setup slack after layout || 0.129 ns
|-
| Setup repair after global routing missed its margin || no
|-
| Tally of non-filler cells in the final layout || 151
|-
| Total die size || 0.00640 mm^2
|-
| DRC violation count after routing || 0
|-
| Via/cell ratio || 4.10
|-
| Core area || 0.00342 mm^2
|-
| Combinational group share of total power || 1.000
|-
| Setup TNS || 0 ns
|-
| Worst Hold Margin || 1.20 ns
|-
| WP data required || 2.40 ns
|-
| Worst hold path type || in -> out
|-
| Routing usage on met2 || 0.0827
|-
| Max-slew headroom at the worst pin || 0.812
|-
| Vias in the first global route || 600
|-
| Most common library cells after synthesis || 9 x buf_4, 7 x nor2_1, 6 x nand2_1, 5 x a21oi_1
|-
| Proportion of power drawn by flip-flops and latches || 0
|-
| Cells along the critical path || clkdlybuf4s50_1 > buf_4 > nor4bb_1 > a31oi_1 > o21ai_0 > clkdlybuf4s50_1
|-
| XOR-XNOR Cells, Area Fraction || 0
|-
| First-pass GRT wire length || 2770 um
|-
| Area Overhead vs Synth || 92.6%
|-
| Layer with the highest usage || met2
|-
| Max-Cap Viols || 0
|-
| Post-DP Area || 868 um^2
|-
| Via count || 619
|-
| Worst Max-Slew Pin Slew || 0.280 ns
|-
| Peak clock frequency supported by timing || 0.348 GHz
|-
| Levels on crit path || 6
|-
| Maximum number of pins on one net before global-route repair || 16
|-
| Post-synthesis share of cell area spent on full adders, half adders and majority gates || 0
|-
| Number of placed I/O pins || 52
|-
| Row cnt || 21
|-
| OpenROAD warning count || 33
|}
==> per-layer routing <==
| layer | vias to the layer above | share of wire |
|---|---|---|
| li1 | 319 | - |
| met1 | 279 | 0.43 |
| met2 | 21 | 0.46 |
| met3 | 0 | 0.11 |
| met4 | 0 | 0 |
| met5 | - | 0 |
==> what timing repair did <==
item | 4_1_cts | 5_1_grt
setup endpoints to repair | 0 | 3
resized | 0 | 3
buffers inserted | 0 | 0
hold buffers | 0 | 0
==> power by group through the flow <==
stage	Sequential [mW]	Combinational (mW)	Clock [mW]
CTS	0	0.0953	0
global route	0	0.104	0
finish	0	0.0943	0
==> cell families after synthesis <==
kind of cell	after synthesis
buf+inv	16
simple gates	40
compound gates	15
mux	2
==> cell usage in the layout (no fill, tap or decap) <==
master / count
o32ai_1: 1
nand3b_1: 2
and2b_1: 1
nor2b_1: 4
buf_4: 8
dlymetal6s2s_1: 1
mux2_2: 1
mux2i_1: 1
nand4_1: 1
nor3b_1: 1
a2111oi_2: 1
nand4bb_1: 1
nor3_1: 3
o41a_1: 1
nand2b_1: 4
o311ai_1: 1
a21oi_1: 5
or3_1: 1
nor4bb_1: 1
and4_1: 1
nand3_1: 4
o21ai_0: 2
o21bai_1: 2
inv_1: 1
nor4_2: 1
o21a_1: 1
or3b_2: 1
and3_1: 1
a31oi_1: 1
clkdlybuf4s50_1: 38
nand2_1: 6
nor2_1: 7
==> layout make-up <==
type                       instances  area, um^2  share of cell area
tap                               46        57.6              0.0656
inverter                           1        3.75             0.00428
timing repair buffer              47         453               0.516
multi-input combinational         57         363               0.414
==> path summary, 6_finish.rpt <==
kind / to / slack (ns)
setup / recovery: latch_alu / 0.13
hold / removal: gp_alu_output_select[2] / 1.20
Power figures rest on the tool's default switching activity, not on a simulated workload.
