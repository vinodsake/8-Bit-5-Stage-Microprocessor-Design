===== design.v =====
module address_multiplexer(
	input [15:0]pc_value,
	input [15:0]mar_value,
	input [4:0]state,
	output [15:0]address_bus
);
assign address_bus = (state === 5'd10|| state === 5'd11|| state === 5'd12 || state === 5'd15) ? mar_value : pc_value;
endmodule 

===== run.sh =====
#!/bin/bash
# OpenROAD 26Q1-2900-gdf79404cd8, Yosys 0.63+post, stock flow scripts
make -C /OpenROAD-flow-scripts/flow DESIGN_CONFIG=/design/flow/config.mk WORK_HOME=/design/flow/orfs finish

===== config.mk =====
export PLATFORM = sky130hd
export DESIGN_NAME = address_multiplexer
export DESIGN_NICKNAME = address_multiplexer
export VERILOG_FILES = /design/flow/design.v
export SDC_FILE = /design/flow/constraint.sdc
export NUM_CORES = 4
export LEC_CHECK = 1
export CORE_AREA = 10 10 70 70
export DIE_AREA = 0 0 80 80

===== constraint.sdc =====
current_design address_multiplexer

set clk_period 3.6
set clk_io_pct 0.2

create_clock -name clk0 -period $clk_period

set non_clock_inputs [all_inputs -no_clocks]
set_input_delay [expr $clk_period * $clk_io_pct] -clock clk0 $non_clock_inputs
set_output_delay [expr $clk_period * $clk_io_pct] -clock clk0 [all_outputs]

==> impl_metrics.py <==
# Flow results
metrics = {
    "run_status": {
        "status": "finished clean",
    },
    "global_routing": {
        "grt_pass1_vias": 876,
        "grt_overflow": 0,
        "grt_util_all_layers_pct": 7.67,
        "grt_pass1_wl_mm": 4.15,
        "grt_max_degree": 34,
        "antenna_found_initial": 0,
    },
    "place": {
        "place_area_sq_mm": 0.00127,
        "io_buffers": 53,
        "dp_hpwl_mm": 2.00,
        "dp.cells": 187,
        "place_congestion": 0.712,
    },
    "sta": {
        "finalMaxSlewViolations": 0,
        "hold_viol_final": 0,
        "period_minus_slack_ns": 3.34,
        "tns_ns": 0,
        "rsz0062_at_grt": "no",
        "clock.fmax_mhz": 299,
        "setup_violations": 0,
        "period_used_pct": 92.8,
        "holdWs_ns": 2.35,
        "tightestPinTransition_ns": 0.460,
        "slew-limit-headroom_pct": 69.3,
    },
    "layout": {
        "n_fill_cell": 346,
        "area_delta_synth_final_pct": 78.6,
        "regArea_sq_um": 0,
        "drive_gt1_share_pct": 7.09,
        "post-route-cell-area_sq_mm": 0.00127,
        "layout.cells.most_common_list": "clkdlybuf4s50_1 (53), inv_1 (16), nor2b_1 (16), and4b_1 (16), o31ai_1 (16)",
        "n_clock_buffer": 0,
        "n_sequential_cell": 0,
        "mostFrequentLayoutCell": "clkdlybuf4s50_1",
        "layoutNonFillerInstCount": 187,
    },
    "die": {
        "floorplanUtilization_pct": 20.8,
        "dieArea_sq_mm": 0.00640,
        "coreArea_sq_mm": 0.00342,
        "ios": 53,
        "floorplan.rows": 21,
        "die_x_um": 80,
        "die_h_um": 80,
    },
    "synthesis": {
        "top_area_cell": "and4b_1",
        "syn_inst": 94,
        "netlist_area_sq_um": 712,
        "avgSynthCellArea_sq_um": 7.57,
        "topCellsByArea": "and4b_1 (22%), o31ai_1 (17%), a221oi_1 (15%)",
        "synth.top_cell.area_share_pct": 22.5,
        "synth_cell_types": 12,
        "ys_cells": 94,
        "ys_chip_area_sq_um": 712,
        "yosysWarnings": 0,
        "ys_seq_share_pct": 0,
    },
    "min_path": {
        "holdCritStartpoint": "mar_value[7]",
        "min_to": "address_bus[7]",
        "hp-class": "in -> out",
        "worst_hold_path.num_cells": 4,
    },
    "drt": {
        "wl_per_cell_um": 13.8,
        "drtIter0Drc": 68,
        "drc": 0,
        "firstDrtPassIters": 4,
        "antenna_cells": 0,
        "via_count": 881,
        "drt-total-wl_mm": 2.59,
        "via_per_inst": 4.71,
        "ant_nets": 0,
    },
    "setup_path": {
        "crit_fanout": 16,
        "critical_path_class": "in -> out",
        "cp-end-kind": "output port",
        "crit_required_ns": 2.88,
        "arrival_ns": 2.62,
        "start_kind": "primary input",
    },
    "clocking": {
        "post-cts-setup-buffers": 0,
        "cts_hold_buf": 0,
        "cts-resized-gates": 0,
    },
    "pwr": {
        "ir_drop_mv": 0.0381,
        "powerDensity_mw_per_mm2": 118,
        "power_mw": 0.149,
        "power.leakage_nw": 0.517,
    },
    "run": {
        "stage_log_warnings": 32,
        "drv_cap": 0,
    },
}
where the power goes:
group	internal [mW]	total, mW	switching, mW
Clock	0	0	0
Combinational	0.0965	0.149	0.0529
Sequential	0	0	0
synthesized netlist by cell type:
| library cell | number |
|---|---|
| a221oi_1 | 12 |
| a221oi_2 | 4 |
| and4b_1 | 16 |
| buf_2 | 2 |
| buf_4 | 2 |
| buf_6 | 2 |
| clkbuf_1 | 5 |
| inv_1 | 16 |
| nand2b_1 | 2 |
| nor2b_1 | 16 |
| o31ai_1 | 16 |
| xor2_4 | 1 |
logic make-up after synthesis:
kind of cell	Yosys count	synth area share, %
XOR/XNOR	1	3.87
buffers and inverters	27	17.8
AND-OR/OR-AND	32	40.1
AND/OR/NAND/NOR	34	38.3
worst max path at each step:
stage	start	endpoint	slack, ns	depth (start not counted)
final	state[0]	address_bus[2]	0.26	5
after CTS	state[0]	address_bus[9]	0.25	5
after global routing	state[0]	address_bus[15]	0.11	5
area by class of cell:
| class | count | area (sq um) | share of cell area [%] |
|---|---|---|---|
| Inverter | 16 | 60.1 | 4.72 |
| Multi-Input combinational cell | 67 | 586 | 46.1 |
| Timing Repair Buffer | 58 | 568 | 44.7 |
| Tap cell | 46 | 57.6 | 4.53 |
per-layer routing:
metal / track usage (%) / part of all wire (%) / wire [um]
met3: 2.27 / 7.2 / 185
met1: 9.98 / 46 / 1180
met5: 0 / 0 / 0
met4: 0 / 0 / 0
met2: 12.9 / 47 / 1220
critical path, stage by stage:
cell and delay [ns]:
clkdlybuf4s50_1 0.48, nand2b_1 0.37, xor2_4 0.25, o31ai_1 0.27, clkdlybuf4s50_1 0.52
stage by stage:
step / worst slack, ns / util, %
2_1_floorplan: 1.39 / -
4_1_cts: 0.247 / 37.2
3_5_place_dp: 0.270 / 37.2
6_report: 0.257 / 37.2
5_1_grt: 0.111 / 37.2
3_3_place_gp: 0.305 / 37.2
Power figures rest on the tool's default switching activity, not on a simulated workload.
