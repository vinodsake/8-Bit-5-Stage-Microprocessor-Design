File: flow/run.sh
#!/bin/bash
# OpenROAD 26Q1-2900-gdf79404cd8, Yosys 0.63+post, stock flow scripts
make -C /OpenROAD-flow-scripts/flow DESIGN_CONFIG=/design/flow/config.mk WORK_HOME=/design/flow/orfs finish
File: flow/config.mk
export PLATFORM = sky130hd
export DESIGN_NAME = control_state_machine
export DESIGN_NICKNAME = control_state_machine
export VERILOG_FILES = /design/flow/design.v
export SDC_FILE = /design/flow/constraint.sdc
export NUM_CORES = 4
export LEC_CHECK = 1
export CORE_AREA = 10 10 79 79
export DIE_AREA = 0 0 89 89
File: flow/constraint.sdc
current_design control_state_machine

set clk_period 2.5
set clk_io_pct 0.2

create_clock -name clk0 -period $clk_period [get_ports {clock}]

set non_clock_inputs [all_inputs -no_clocks]
set_input_delay [expr $clk_period * $clk_io_pct] -clock clk0 $non_clock_inputs
set_output_delay [expr $clk_period * $clk_io_pct] -clock clk0 [all_outputs]
File: flow/design.v
module control_state_machine(
	input [15:0]instruction,	 
	input clock,
	input reset,
	output logic [4:0]state		 
);
always_ff@(posedge clock) begin
	if(reset == 0) begin
		state <= 5'd0;
	end
	else begin
		case(state)
			5'd0:
				if(reset != 0) begin
					state <= 5'd1;
				end
			5'd1:
				state <= 5'd2;
			5'd2:
				if(instruction[15:11] == 5'b00000) begin
					state <= 5'd1;
				end
				else if(instruction[15:11] == 5'b01111) begin
					state <= 5'd16;
				end
				else if(instruction[15:11] == 5'b10000) begin
					if(instruction[10:9] == 2'b00) begin
						state <= 5'd7;
					end
					else if(instruction[10:9] == 2'b10) begin
						state <= 5'd6;
					end
					else if(instruction[10:9] == 2'b01) begin
						state <= 5'd8;
					end
				end
				else if(instruction[15:11] == 5'b10001 || instruction[15:11] == 5'b10010) begin
					state <= 5'd8;
				end
				else if(instruction[15] == 1'b0 && instruction[15:11] != 5'b01101 && instruction[15:11] != 5'b01110) begin
					if(instruction[10:9] == 2'b00) begin
						state <= 5'd3;
					end
					else if(instruction[10:9] == 2'b10) begin
						state <= 5'd6;
					end
				end
				else begin
					state <= 5'd19;
				end
			5'd16:
				state <= 5'd17;
			5'd17:
				state <= 5'd18;
			5'd18:
				state <= 5'd1;
			5'd7:
				state <= 5'd21;
			5'd21:
				state <= 5'd1;
			5'd6:
				if(instruction[15:11] == 5'b10000) begin
					state <= 5'd1;
				end
				else begin
					state <= 5'd3;
				end
			5'd8:
				state <= 5'd9;
			5'd9:
				if(instruction[15:11] == 5'b10000) begin
					state <= 5'd10;
				end
				else if(instruction[15:11] == 5'b10001) begin
					state <= 5'd11;
				end
				else if(instruction[15:11] == 5'b10010) begin
					state <= 5'd12;
				end
			5'd10:
				state <= 5'd1;
			5'd11:
				state <= 5'd1;
			5'd12:
				state <= 5'd13;
			5'd13:
				state <= 5'd14;
			5'd14:
				state <= 5'd15;
			5'd15:
				state <= 5'd1;
			5'd19:
				state <= 5'd19;
			5'd3:
				state <= 5'd4;
			5'd4:
				if(instruction[15:11] == 5'b00011) begin
					state <= 5'd5;
				end
				else begin
					state <= 5'd1;
				end
			5'd5:
				state <= 5'd1;
		endcase
	end
end
endmodule 
==> results_slide.txt <==
Implementation Results

Timing
  – Setup_tns: 0 ps
  – RSZ-0062 raised after global routing: false
  – Post-Route Skew: between 0.3 and 0.4 ps
  – Slew Limit Fails: 0
  – Fmax: ~460 MHz
  – Final setup slack of the worst path: 349 ps
  – Final setup vio count: 0
  – Fin. Hold Viols: 0
  – Tmin final: 2150 ps
  – Worst-Margin Slew: 502 ps
  – Slew HR: between 60% and 70%
  – Final period util: 86.0%
  – Hold slack: roughly 640 ps

Yosys
  – Biggest area cells: dfxtp_1 14%, o21ai_0 7.0%, nand2b_1 6.1%, a21oi_1 4.9%, nand2_1 4.7%
  – Seq/Total Area, Yosys: 14.0%
  – Count of library flops with an enable pin: 0
  – Yosys stat cell total: between 100 and 150
  – Main synth FF type: dfxtp_1
  – Yosys chip area: around 720 um2
  – Cell taking the most area after synthesis: dfxtp_1
  – Warning count from the yosys run: 1
  – Mapped Area: slightly above 700 um2
  – Mean Syn Cell Area: 6.83 um2
  – Flops after synth: 5
  – Asr flop ratio synth: 0%
  – Top-area cell share: 14.0%
  – Distinct lib cells used: approximately 43
  – Syn Inst Count: 105

Worst setup path
  – Crit. End Element: flip-flop
  – Crit start category: input port
  – Crit path DAT: 2290 ps
  – Crit-path max FO: 5
  – Setup CP Type: input port to flip-flop
  – Critical path required time: roughly 2600 ps

Clock network
  – H-tree Lvls: 1
  – Post-CTS Setup Repair Bufs: 0
  – PostCTS Resize Cnt: 0
  – Clock sink total: 5
  – Num CTS Buffers: 3
  – Clk pin slew, worst setup/hold paths: 30 ps
  – Clk latency late pin: 220 ps
  – CTS tree: built
  – Root Buffer Master: clkbuf_8
  – # hold bufs at CTS: 0
  – Clk buf depth: 2

Drt
  – Violation count after the first detailed-route iteration: between 60 and 70
  – WL/cell: 11.0 um
  – N_diodes: 0
  – Via count: slightly above 800
  – WL final: 1.96 mm
  – DRC: 0
  – DRT Pass-1 Iters: 4
  – DR vias/cell: 4.60
  – Post-route ant nets: 0

Floorplanning
  – Top Ports: 23
  – Core area: 4660 um2
  – Chip area: 7920 um2
  – Cell row count: 25
  – Chip height: 89 um
  – Die X: between 80 and 90 um
  – Initial Util: 15.4%

Pwr
  – PwrDens: 547 nW/um2
  – Leak: 0.368 nW
  – Max IR drop VDD: 0.000187 V

Place
  – Final HPWL DP: about 1.6 mm
  – GP Congestion: 0.831
  – Pre-CTS setup slack: 113 ps
  – PortBufs: 13

Finish
  – Layout cell share with drive strength beyond 1: between 15 and 20%
  – Largest register FFs: 5
  – Top Registers: state: 5 flops
  – Most frequent cells in the layout: 13 x clkdlybuf4s50_1, 10 x o21ai_0, 10 x buf_4, 9 x nand2_1
  – Layout Utilization: 21.3%
  – Area delta synth->final: 38.4%
  – Largest reg by FF count: state
  – Most instantiated logic cell after routing: clkdlybuf4s50_1
  – Fillers: around 510

GRT
  – Total GRT Usage: 5.18%
  – Global route overflow: 0
  – Initial antenna violation count: 0
  – First-pass GRT wire length: 3.48 mm
  – Largest net degree at the start of global routing: 16
  – Vias in the first global route: 829

Min path
  – Min-delay worst type: flip-flop to flip-flop

Flow run
  – Max-cap violations: 0
  – Tool warning count: 35

Run status
  – Status: finished, final reports clean
[metrics by stage]
step,power [mW],area [um2],std cells
global placement,0.401,947,173
CTS,0.549,992,177
finish,0.543,992,177
global route,0.590,992,177
floorplan,0.305,717,105
detailed placement,0.400,947,173
[per-layer routing]
layer  track usage, %  up-vias  wire [um]
met4             1.45        0         14
met3            0.826        2         74
li1                 -      427          -
met5                0        -          0
met2             8.98       23        919
met1             6.48      362        946
[critical path: stages]
cell and delay (ps):
clkdlybuf4s50_1 460, or4b_1 580, buf_4 180, nor3_1 170, o221a_2 220, o21bai_1 60, mux2i_1 140
[Yosys cell counts (2+ instances only)]
| cell | n |
|---|---|
| inv_1 | 6 |
| or2_2 | 2 |
| o21ai_0 | 10 |
| ha_1 | 2 |
| a211oi_1 | 3 |
| nor2_1 | 3 |
| dfxtp_1 | 5 |
| clkbuf_1 | 7 |
| nor3_1 | 3 |
| nand2b_1 | 7 |
| nor4_1 | 2 |
| a21oi_1 | 7 |
| a31oi_1 | 4 |
| nand2_1 | 9 |
| or3_1 | 5 |
| and2_1 | 2 |
| a21boi_0 | 2 |
[logic make-up (layout without fill, tap and decap cells)]
logic type	Yosys count	count (layout)	share of synthesized area [%]
simple gates	44	44	36.5
buf+inv	15	33	9.07
compound gates	37	37	34.4
xor+xnor	1	1	1.22
mux	1	1	1.40
flops	5	5	14.0
fa+ha+maj	2	2	3.49
[worst paths after layout]
check                   from        to  slack (ps)  cells past startpoint
max          instruction[14]  state[2]         350                      7
min reg2reg         state[4]  state[4]         640                      2
min                 state[4]  state[4]         640                      2
max reg2reg         state[0]  state[2]         630                      5
[area by class of cell]
class / instances / area (um2) / area share [%]
multi-input combinational: 85 / 552 / 55.6
timing repair buffer: 23 / 205 / 20.7
sequential: 5 / 100 / 10.1
tap: 54 / 67.6 / 6.81
clock buffer: 4 / 45.0 / 4.54
inverter: 6 / 22.5 / 2.27
[power by group]
group / internal, mW / leakage [nW] / switching, mW
logic: 0.139 / 0.305 / 0.109
clock network: 0.109 / 0.0228 / 0.0357
registers: 0.0979 / 0.0409 / 0.0531
Power and IR drop assume default switching activity.
